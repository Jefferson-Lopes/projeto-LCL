==> /design/flow/design.v <==
module core (mode, c_q, in, save, submit, out);
	input mode, c_q, save, submit;
	input [7:0] in;
	output [7:0] out;
	reg [7:0] code  = 8'b0;
	reg [7:0] quant = 8'b0;
	wire we_m;
	wire [7:0] address_m, quant_m, out_m;
	assign out = out_m;
	memory u0 (
		.we(we_m), 
		.address(address_m), 
		.data_in(quant_m), 
		.data_out(out_m)
	);
	always @ (negedge save) begin
		if (mode && c_q)         
			code <= in;
		else if (mode && ~c_q)   
			quant <= in;
		else if (~mode && c_q)   
			code <= in;
		else if (~mode && ~c_q)  
			quant <= in;
	end
	always @ (negedge submit) begin
		if (mode) begin   
			we_m <= 0; 
			address_m <= code;
			quant_m <= 8'b0;
			if ((out_m + quant) > 8'b11111111) begin
				we_m <= 1'b1;
				quant_m <= 8'b11111111;
			end
			else begin
				we_m <= 1'b1;
				quant_m <= quant + out_m;
			end
		end
		else begin       
			we_m <= 0; 
			address_m <= code;
			quant_m <= 8'b0;
			if ((out_m - quant) < 8'b0) begin
				we_m <= 1'b1;
				quant_m <= 8'b0;
			end
			else begin
				we_m <= 1'b1;
				quant_m <= out_m - quant;
			end
		end
	end
endmodule
module memory (we, address, data_in, data_out);
	input we;                   
	input [7:0] address;
	input [7:0] data_in;
	output [7:0] data_out;
	reg [7:0] memory [0:7];    
	always @ * begin
		if (we) begin           
			memory[address] <= data_in;
			data_out <= memory[address];
		end
		else begin              
			data_out <= memory[address];
		end
	end
endmodule
module sistemaDeControle (SW, KEY, LED);
	input [9:0] SW;
	input [3:2] KEY;
	output [7:0] LED;
	core u0 (
		.mode(SW[9]), 
		.c_q(SW[8]), 
		.in(SW[7:0]), 
		.save(KEY[3]),
		.submit(KEY[2]),
		.out(LED)
	);
endmodule
==> /design/flow/run.sh <==
#!/bin/bash
# OpenROAD 26Q1-2900-gdf79404cd8, Yosys 0.63+post, stock flow scripts
make -C /OpenROAD-flow-scripts/flow DESIGN_CONFIG=/design/flow/config.mk WORK_HOME=/design/flow/orfs finish
==> /design/flow/config.mk <==
export PLATFORM = sky130hd
export DESIGN_NAME = sistemaDeControle
export DESIGN_NICKNAME = sistemaDeControle
export VERILOG_FILES = /design/flow/design.v
export SDC_FILE = /design/flow/constraint.sdc
export NUM_CORES = 4
export LEC_CHECK = 1
export CORE_UTILIZATION = 40
==> /design/flow/constraint.sdc <==
current_design sistemaDeControle

set clk_period 6.9
set clk_io_pct 0.2

create_clock -name clk0 -period $clk_period [get_ports {KEY}]

set non_clock_inputs [all_inputs -no_clocks]
set_input_delay [expr $clk_period * $clk_io_pct] -clock clk0 $non_clock_inputs
set_output_delay [expr $clk_period * $clk_io_pct] -clock clk0 [all_outputs]
==> results.yml <==
# generated from flow reports
run_status:
  status: "finished, final reports clean"
logic_synthesis:
  synth_chip_area_mm2: 0.00278
  synth_warnings: 19
  ys_cells: 280
  synth-edff-count: 11
  ys.flops: 86
  avgSynthCellArea_um2: 9.94
  synth-main-ff-cell: "dlxtn_1"
  syn_area_mm2: 0.00278
  ys_async_sr_fraction: 0
  syn_inst: 280
  ys_types: 40
sta:
  setup_slack_ns: 0.0669
  slew_viol_final: 0
  timing.slew.headroom: 0.646
  untimed_endpoints: 64
  rsz0062_at_grt: "yes"
  unclocked_pins: 64
  setup_viol: 0
  skew_ns: 0.00652
  finalHoldViolations: 0
  tightest_slew_ns: 0.529
cells_and_area:
  area.combinational_mm2: 0.00120
  n_fill_cell: 609
  fin_util: 0.511
  drive_gt1_frac: 0.147
  fin_cells: 414
  area_growth_pct: 24.2
  flop_area_mm2: 0.00152
global_routing:
  antenna_found_initial: 0
  overflow: 0
  grt_max_degree: 25
  grt_pass1_vias: 2082
  grt_first_pass_wirelength_um: 9180
  grt_usage: 0.165
route:
  viasPerCell: 4.97
  num_vias: 2059
  drt_wl_total_um: 5330
  drt_iter0_markers: 91
  drt_drc_violations_left: 0
  ant_nets: 0
  drtPass1Iterations: 4
  diodes: 0
  wl_per_cell_um: 12.9
setup_path:
  cp.arrival_ns: 5.45
  path_max_fanout: 9
  critPathRequiredTime_ns: 5.52
  endpoint_kind: "primary output"
  critPathLaunchType: "register"
  critPathKind: "register to primary output"
floorplan:
  die_x_um: 85.4
  fp-utilization: 0.412
  fp.dieH_um: 85.4
  num_rows: 30
  pin_count: 20
  chipArea_mm2: 0.00729
  design.core.area_mm2: 0.00676
place:
  place_ws_ns: 0.0673
  portBuffers: 18
  placed_cells: 381
  gp_congestion: 0.824
  dp_hpwl_um: 4080
power_and_ir_drop:
  p_leak_nw: 1.65
  p_per_area_mw_per_mm2: 316
  ir_worst_vdd_v: 0.000210
clock_tree:
  worstSkewPairLatency_ns: 0.29
  cts_hold_buf: 0
  cts_tree: "done"
  clkTransAtPathRegs_ns: 0.03
min_path:
  hold_path_class: "register to register"
flow_run:
  max_cap_viol_count: 0
  warnings: 98
## cells in the final DEF, fill, tap and decap left out, drive strengths merged, types with 2 or more instances in the layout
cell	synthesis	final
mux2	2	2
clkbuf	3	6
o22ai	2	2
mux2i	15	15
dlxtn	64	64
buf	9	20
nand2b	4	4
nand2	23	23
nor2b	4	4
o21a	2	2
a211oi	2	2
a22oi	3	3
o211ai	2	2
xnor2	4	4
nor3	2	2
clkdlybuf4s50	0	17
o21bai	4	4
ha	14	14
nor2	17	17
o21ai	25	25
dfxtp	11	11
xor2	2	2
nand3	10	10
a221oi	2	2
mux4	2	2
or3	2	2
edfxtp	11	11
fa	2	2
a21oi	13	13
inv	18	39
## critical path, stage by stage, from the launching register on
cell and delay, ns:
dfxtp_4 0.38, inv_6 0.11, mux4_2 0.54, a21oi_4 0.19, clkdlybuf4s50_1 0.49
## synth_stat cells, types with 4 or more instances
| master | number | area, µm² |
|---|---|---|
| dlxtn_1 | 64 | 961 |
| o21ai_0 | 25 | 125 |
| nand2_1 | 22 | 82.6 |
| inv_1 | 17 | 63.8 |
| nor2_1 | 17 | 63.8 |
| mux2i_1 | 15 | 150 |
| ha_1 | 14 | 175 |
| a21oi_1 | 13 | 65.1 |
| dfxtp_1 | 11 | 220 |
| edfxtp_1 | 11 | 330 |
| nand3_1 | 10 | 50.1 |
| buf_2 | 6 | 30.0 |
| nand2b_1 | 4 | 25.0 |
| nor2b_1 | 4 | 25.0 |
| o21bai_1 | 4 | 30.0 |
| xnor2_1 | 4 | 35.0 |
## routing by layer
layer	GRT usage	wire, µm	vias up
li1	-	-	1062
met1	0.254	2620	944
met5	0	0	-
met4	0.0500	96	0
met3	0.0207	151	8
met2	0.257	2460	45
## repair_timing
| action | 4_1_cts | 5_1_grt |
|---|---|---|
| pin swaps | 3 | 6 |
| setup endpoints to repair | 8 | 8 |
| endpoints found under the hold margin | 0 | 0 |
| buffers inserted | 4 | 1 |
| resized | 15 | 21 |
## power breakdown
group | total [mW] | switching (mW) | internal [mW]
Combinational | 0.409 | 0.188 | 0.221
Sequential | 0.489 | 0.0941 | 0.395
Clock | 0.193 | 0.0607 | 0.132
## cell families (layout without fill, tap and decap cells)
family	after synthesis	count (layout)	share of synthesized area
fa+ha+maj	16	16	0.0773
latches	64	64	0.345
compound gates	59	59	0.127
xor+xnor	6	6	0.0189
buf+inv	30	84	0.0517
flops	22	22	0.198
simple gates	64	64	0.104
mux	19	19	0.0782
## registers in the layout (all words and copies together) (netlist names)
name and flops:
u0.address_m 3, u0.code 3, u0.quant 8, u0.quant_m 8, u0.u0.memory 64
## through the flow
stage	cell area (µm²)	power (mW)	setup TNS [ns]	hold WS (ns)
CTS	3380	1.09	0	0.350
global placement	3110	0.870	0	0.350
global route	3460	1.21	-0.126	0.359
finish	3460	1.09	0	0.350
floorplan	2780	0.730	0	0.323
detailed placement	3110	0.875	0	0.351
## path summary, 6_finish.rpt
check        slack [ns]  cells after the start                     from                 endpoint
min                0.35                      0     u0.code[0]$_DFFE_NP_  u0.address_m[0]$_DFF_N_
min reg2reg        0.35                      0     u0.code[0]$_DFFE_NP_  u0.address_m[0]$_DFF_N_
max reg2reg        3.73                     17  u0.address_m[0]$_DFF_N_    u0.quant_m[6]$_DFF_N_
max                0.07                      4  u0.address_m[1]$_DFF_N_                   LED[2]
## final cells by class
type,instances,area share
Sequential cell,86,0.440
Multi-Input combinational cell,164,0.347
Timing Repair Buffer,38,0.108
Clock inverter,24,0.0337
Tap cell,80,0.0290
Clock buffer,6,0.0239
Inverter,16,0.0188
Power and IR drop assume default switching activity.
